## /design/flow/run.sh

```bash
#!/bin/bash
# OpenROAD 26Q1-2900-gdf79404cd8, Yosys 0.63+post, stock flow scripts
make -C /OpenROAD-flow-scripts/flow DESIGN_CONFIG=/design/flow/config.mk WORK_HOME=/design/flow/orfs finish
```

## /design/flow/design.v

```verilog
`timescale 1ns / 1ps
module master #(
    parameter CPOL = 0,   
    parameter CPHA = 0    
)(
    input wire clk,
    input wire rst,
    input wire en,
    output reg cs,
    output reg sck,
    input wire [7:0] ext_command_in,
    input wire [15:0] ext_address_in,
    output reg mosi,
    input wire miso,
    output reg [7:0] ext_data_out
);
    logic [23:0] data_save;     
    logic [4:0] bit_count;
    logic [7:0] miso_shift;
    typedef enum logic [1:0] {
        IDLE   = 2'b00,
        ENABLE = 2'b01,
        DATA   = 2'b10,
        DONE   = 2'b11
    } state_t;
    state_t current_state;
    always @(posedge clk) begin
        if (rst) begin
            sck <= CPOL;
        end else if (current_state == DATA) begin
            sck <= ~sck;
        end else begin
            sck <= CPOL;
        end
    end
    always @(negedge sck or posedge rst) if (CPHA == 0) begin
        if (rst) begin
            mosi <= 1'b0;
            data_save <= 24'b0;
        end else if (current_state == DATA && bit_count < 24) begin
            mosi <= data_save[23];
            data_save <= {data_save[22:0], 1'b0};
        end
    end
    always @(posedge sck or posedge rst) if (CPHA == 1) begin
        if (rst) begin
            mosi <= 1'b0;
            data_save <= 24'b0;
        end else if (current_state == DATA && bit_count < 24) begin
            mosi <= data_save[23];
            data_save <= {data_save[22:0], 1'b0};
        end
    end
    always @(posedge sck or posedge rst) if (CPHA == 0) begin
        if (rst) begin
            ext_data_out <= 8'b0;
            miso_shift <= 8'b0;
        end else if (current_state == DATA) begin
            if (bit_count >= 16 && bit_count < 24) begin
                miso_shift <= {miso_shift[6:0], miso};
                if (bit_count == 23) begin
                    ext_data_out <= {miso_shift[6:0], miso};
                end
            end
        end
    end
    always @(negedge sck or posedge rst) if (CPHA == 1) begin
        if (rst) begin
            ext_data_out <= 8'b0;
            miso_shift <= 8'b0;
        end else if (current_state == DATA) begin
            if (bit_count >= 16 && bit_count < 24) begin
                miso_shift <= {miso_shift[6:0], miso};
                if (bit_count == 23) begin
                    ext_data_out <= {miso_shift[6:0], miso};
                end
            end
        end
    end
    always @(posedge clk) begin
        if (rst) begin
            current_state <= IDLE;
            bit_count <= 0;
            cs <= 1'b1;
        end else begin
            case (current_state)
                IDLE: begin
                    cs <= 1'b1;
                    bit_count <= 0;
                    if (en) begin
                        data_save <= {ext_command_in, ext_address_in};
                        current_state <= ENABLE;
                    end
                end
                ENABLE: begin
                    cs <= 1'b0;
                    if (sck == CPOL) begin
                        current_state <= DATA;
                    end
                end
                DATA: begin
                    if (bit_count == 24) begin
                        current_state <= DONE;
                    end else begin
                        bit_count <= bit_count + 1;
                    end
                end
                DONE: begin
                    if (sck == CPOL) begin
                        cs <= 1'b1;
                        current_state <= IDLE;
                    end
                end
            endcase
        end
    end
endmodule
```

## /design/flow/config.mk

```make
export PLATFORM = sky130hd
export DESIGN_NAME = master
export DESIGN_NICKNAME = master
export VERILOG_FILES = /design/flow/design.v
export SDC_FILE = /design/flow/constraint.sdc
export NUM_CORES = 4
export LEC_CHECK = 1
export CORE_AREA = 10 10 90 90
export DIE_AREA = 0 0 100 100
```

## /design/flow/constraint.sdc

```tcl
current_design master

set clk_period 2.8
set clk_io_pct 0.2

create_clock -name clk0 -period $clk_period [get_ports {clk}]

set non_clock_inputs [all_inputs -no_clocks]
set_input_delay [expr $clk_period * $clk_io_pct] -clock clk0 $non_clock_inputs
set_output_delay [expr $clk_period * $clk_io_pct] -clock clk0 [all_outputs]
```

==> results.txt <==
Implementation results. The run finished with clean final reports. Largest net degree at the start of global routing landed at 19. The worst hold path terminates at current_state[1]$_DFF_P_.

According to the timing report, the arrival time at the worst endpoint equals 1.73 ns. The worst register-to-register path ends at bit_count[0]$_SDFFE_PP0P_. Max-cap violations in this run came to 0. Area growth from synthesis to final layout landed at 25.6%. According to the floorplan report, the die height is around 100 um. Timing analysis after detailed placement gives a worst setup slack of 0.946 ns. For reference, the final report shows the max-slew violation count at 0. Looking at the worst setup and hold paths, the clock pins of their registers show a slew of approximately 0.05 ns. The post-route netlist has a little under a quarter of its cells at a drive strength greater than 1. Site row count landed at 29. The root buffer cell chosen for the clock tree is sky130_fd_sc_hd__clkbuf_8. The most common logic cells in the final layout are sky130_fd_sc_hd__mux2_2 (15), sky130_fd_sc_hd__dfrtp_1 (15), sky130_fd_sc_hd__clkdlybuf4s50_1 (13), sky130_fd_sc_hd__dfxtp_1 (11). The initial antenna violation count came to 0.

The first global-routing pass estimated 3.23 mm of wire. For this design, Yosys synthesis ends with a cell count of ~90. In the post-route analysis, the smallest setup slack over all paths is 1.20 ns.

Areal power density over the cells landed at 274 mW/mm^2. Number of vias in the routed layout landed at a little under 700. Across all register-to-register paths, the minimum setup slack is roughly 1.5 ns. Once the floorplan was initialized, standard cells occupied 16.9% of the core.

The worst hold path begins at current_state[2]$_DFF_P_. The floorplan step defined a die boundary enclosing 0.0100 mm^2. The violation tally recorded at the end of detailed-routing iteration 0 is 37. Count of unclocked register or latch pins landed at 15. Counting endpoints that fail hold in the final report gives 0. The area fraction of the largest cell type after synthesis is between 30% and 40%.

Total negative setup slack landed at 0 ns. Upper clock frequency limit landed at 0.623 GHz. Total DRC errors in the routed layout landed at 0. For reference, the top cells by area after synthesis are sky130_fd_sc_hd__dfrtp_1 (35%), sky130_fd_sc_hd__dfxtp_1 (21%), sky130_fd_sc_hd__mux2_2 (16%). The CTS report gives the tree buffer count as 3. The routed design could run at a clock period as short as 1.60 ns. Hold timing on the final database bottoms out at a slack of approximately 0.48 ns. After synthesis the netlist holds a flip-flop and latch count of 26.

The worst hold path belongs to the class flip-flop to flip-flop. Core footprint landed at ~0.0063 mm^2. Count of buffers inserted at the top-level ports landed at 13. Maximum vdd ir drop landed at 0.111 mV. Count of H-tree levels built during CTS landed at 1. Maximum root-to-sink buffer count landed at 2. Number of global-route vias before repair landed at about 650. Buffer count from post-CTS setup fixing landed at 0.

The worst path uses approximately 57% of the clock period. Per the timing report, the biggest fanout along the worst path comes to 17. Across all stage logs, warnings added up to around 50.

Once the clock tree was built, the resizer swapped 0 gates to a different size. Synthesized area per cell landed at between 10 and 15 um^2. The worst setup path is launched from a primary input. Number of cells on the worst reg-to-reg path landed at 5. In the post-route report, total wirelength is listed as 1.81 mm. Aggregate global-route resource usage landed at 3.70%. The synthesized netlist occupies a cell area of approximately 0.0011 mm^2. The critical path in this run is classified as primary input to flip-flop.

Total iterations of the first detailed-routing run landed at 4. Final worst clock skew landed at around 0.0018 ns. The synthesized design spends more area on one cell type than any other, namely sky130_fd_sc_hd__dfrtp_1. Share of synthesized area occupied by flip-flops and latches landed at a little under three fifths.

Final-layout fill cell count landed at roughly 680. Post-cts hold-fix buffer tally landed at 0. Count of cells along the worst hold path landed at 2. The floorplan step set the die width to 100 um. Total inserted antenna cells landed at 0.

23 endpoints have no timing constraint. Counting every instance in the synthesized netlist gives roughly 90. Final routed wire length divided by cell count landed at about 9.9 um.

Required time at the worst-slack endpoint landed at around 2.9 ns. Using the TritonRoute via totals, the vias-per-cell ratio works out to 3.70. Pin placement for this block handled 39 I/O pins. Setup repair after global routing left no endpoint under its margin.

The final timing report counts setup violations totalling 0. Static leakage landed at 0.552 nW. Detailed placement ended at an HPWL of 1.41 mm. Global placement routability congestion landed at around 0.75.

Total congestion overflow after global routing landed at 0. In this run the critical register-to-register path is launched from bit_count[0]$_SDFFE_PP0P_. Counting the warning lines in the Yosys log gives a little under 50. The later pin in the worst-skew pair is clocked with a latency of ~0.23 ns. Total cell area reported by yosys after synthesis landed at ~0.0011 mm^2. Once detail routing completed, the nets flagged for antenna violations numbered 0. Count of different cell masters after synthesis landed at 27. TritonCTS built the clock tree. The worst setup path is captured at a flip-flop.
cells in the mapped netlist, drive strengths merged:
| cell type | count |
|---|---|
| inv | 5 |
| and2 | 1 |
| a31oi | 1 |
| buf | 1 |
| or2 | 1 |
| nand3b | 1 |
| clkbuf | 2 |
| ha | 2 |
| and3 | 1 |
| nor2 | 5 |
| nor2b | 1 |
| o21ai | 4 |
| nand3 | 3 |
| nand2 | 5 |
| a21oi | 5 |
| nand4 | 2 |
| dfrtp | 15 |
| and4b | 1 |
| xor2 | 2 |
| a221oi | 1 |
| a22oi | 1 |
| dfxtp | 11 |
| nor3b | 1 |
| mux2 | 15 |
| conb | 1 |
| nand4b | 2 |
worst max path at each step:
stage / startpoint / to
CTS: sck$_SDFF_PP0_ / sck
global route: rst / sck$_SDFF_PP0_
finish: rst / sck$_SDFF_PP0_
per-layer routing:
layer	global-route usage [%]	routed length [um]
met4	0.217	0
met1	5.76	945
met3	1.39	126
met2	4.93	734
met5	0	0
layout make-up:
cell class / instances / area, um^2 / share of cell area (%)
timing repair buffer: 15 / 145 / 10.9
multi-input combinational: 56 / 433 / 32.5
inverter: 5 / 18.8 / 1.41
sequential: 26 / 596 / 44.7
tap: 77 / 96.3 / 7.22
clock buffer: 4 / 45.0 / 3.38
registers in the layout (all words and copies together), names as in the netlist:
name	count
sck	1
bit_count	5
cs	1
ext_data_out	8
miso_shift	7
current_state	4
critical path, cell delays in order:
cell and delay, ns:
sky130_fd_sc_hd__clkdlybuf4s50_1 0.66, sky130_fd_sc_hd__inv_1 0.09, sky130_fd_sc_hd__buf_4 0.22, sky130_fd_sc_hd__and3_1 0.20
metrics by stage:
stage	instances	area (um^2)	total power [W]	utilization, %
finish	183	1330	0.000366	21.2
floorplan	90	1060	0.000199	-
detailed placement	179	1290	0.000214	20.5
global route	183	1330	0.000390	21.2
CTS	183	1330	0.000371	21.2
global placement	179	1290	0.000213	20.5
cell families (layout without fill, tap and decap cells):
group	after synthesis	in the layout	share of synthesized area, %
compound gates	12	12	6.36
xor+xnor	2	2	1.65
fa+ha+maj	2	2	2.36
buf+inv	8	24	3.18
flops	26	26	56.1
mux	15	15	15.9
other cells	1	1	0.353
simple gates	24	24	14.1
power breakdown:
part	switching [W]	total, W	internal (W)
Clock	0.0000561	0.000156	0.0000997
Combinational	0.0000183	0.0000324	0.0000141
Sequential	0.00000667	0.000178	0.000171
Power and IR drop assume default switching activity.
