==> constraint.sdc <==
current_design Anti_theft_system

set clk_period 2.9
set clk_io_pct 0.2

create_clock -name clk0 -period $clk_period [get_ports {clk}]
create_clock -name clk1 -period $clk_period [get_ports {clk_1hz}]

set non_clock_inputs [all_inputs -no_clocks]
set_input_delay [expr $clk_period * $clk_io_pct] -clock clk0 $non_clock_inputs
set_output_delay [expr $clk_period * $clk_io_pct] -clock clk0 [all_outputs]
==> design.v <==
`timescale 1ns / 1ps
module Anti_theft_system(
    input logic clk,
    input logic clk_1hz,   
    input logic system_reset,
    input logic driver_door,
    input logic passenger_door,
    input logic ignition_switch,
    output logic siren_status,
    output logic status_indicator,
    output logic status,
    output logic [3:0] debug_state,
    output logic [3:0] debug_countdown,
    output logic [3:0] debug_alarm_timer,
    output logic [3:0] debug_rearm_timer,
    output logic [1:0] debug_blink_counter,
    output logic debug_clk2s
);
    typedef enum logic [3:0] {
        ARMED,
        TRIGGERED,
        SIREN,
        SIREN_WAIT,
        DISARMED,
        WAIT_DOOR_OPEN,
        WAIT_DOOR_CLOSE,
        ARM_DELAY
    } state_t;
    state_t state, next_state;
    logic [3:0] countdown;
    logic [3:0] alarm_timer;
    logic [3:0] rearm_timer;
    logic [1:0] blink_counter;
    logic clk2s;
    always_ff @(posedge clk_1hz or posedge system_reset) begin
        if (system_reset)
            blink_counter <= 0;
        else
            blink_counter <= blink_counter + 1;
    end
    assign clk2s = blink_counter[1];
    always_ff @(posedge clk_1hz or posedge system_reset) begin
        if (system_reset) begin
            countdown    <= 4'd3;
            alarm_timer  <= 4'd5;
            rearm_timer  <= 4'd5;
        end else begin
            if (state == TRIGGERED && countdown != 0)
                countdown <= countdown - 1;
            else if (state != TRIGGERED)
                countdown <= 4'd3;
            if (state == SIREN_WAIT && alarm_timer != 0)
                alarm_timer <= alarm_timer - 1;
            else if (state != SIREN_WAIT)
                alarm_timer <= 4'd5;
            if (state == ARM_DELAY && rearm_timer != 0)
                rearm_timer <= rearm_timer - 1;
            else if (state != ARM_DELAY)
                rearm_timer <= 4'd5;
        end
    end
    always_ff @(posedge clk or posedge system_reset) begin
        if (system_reset)
            state <= ARMED;
        else
            state <= next_state;
    end
    always_comb begin
        siren_status = 0;
        status_indicator = 0;
        status = 0;
        next_state = state;
        case (state)
            ARMED: begin
                status = clk2s;   
                if (ignition_switch)
                    next_state = DISARMED;
                else if (driver_door || passenger_door)
                    next_state = TRIGGERED;
            end
            TRIGGERED: begin
                status_indicator = 1;
                if (ignition_switch)
                    next_state = DISARMED;
                else if (countdown == 0)
                    next_state = SIREN;
            end
            SIREN: begin
                siren_status = 1;
                status_indicator = 1;
                if (ignition_switch)
                    next_state = DISARMED;
                else if (!driver_door && !passenger_door)
                    next_state = SIREN_WAIT;
            end
            SIREN_WAIT: begin
                siren_status = 1;
                status_indicator = 1;
                if (ignition_switch)
                    next_state = DISARMED;
                else if (driver_door || passenger_door)
                    next_state = SIREN;  
                else if (alarm_timer == 0)
                    next_state = ARMED;
            end
            DISARMED: begin
                if (!ignition_switch)
                    next_state = WAIT_DOOR_OPEN;
            end
            WAIT_DOOR_OPEN: begin
                if (driver_door)
                    next_state = WAIT_DOOR_CLOSE;
            end
            WAIT_DOOR_CLOSE: begin
                if (!driver_door)
                    next_state = ARM_DELAY;
            end
            ARM_DELAY: begin
                if (rearm_timer == 0)
                    next_state = ARMED;
            end
            default: next_state = ARMED;
        endcase
    end
    assign debug_state = state;
    assign debug_countdown = countdown;
    assign debug_alarm_timer = alarm_timer;
    assign debug_rearm_timer = rearm_timer;
    assign debug_blink_counter = blink_counter;
    assign debug_clk2s = clk2s;
endmodule
==> run.sh <==
#!/bin/bash
# OpenROAD 26Q1-2900-gdf79404cd8, Yosys 0.63+post, stock flow scripts
make -C /OpenROAD-flow-scripts/flow DESIGN_CONFIG=/design/flow/config.mk WORK_HOME=/design/flow/orfs finish
==> config.mk <==
export PLATFORM = sky130hd
export DESIGN_NAME = Anti_theft_system
export DESIGN_NICKNAME = Anti_theft_system
export VERILOG_FILES = /design/flow/design.v
export SDC_FILE = /design/flow/constraint.sdc
export NUM_CORES = 4
export LEC_CHECK = 1
export CORE_AREA = 10 10 82 82
export DIE_AREA = 0 0 92 92
==> flow_metrics.tcl <==
# place-and-route summary
set metrics [dict create \
    top_cell "nor2_1" \
    whs_ns 0.460 \
    slew_viol_final 0 \
    tool_warnings 26 \
    top_area_cell "dfrtp_1" \
    synthTopCellsByArea "dfrtp_1, dfstp_2, nor2_1" \
    synthToLayoutAreaGrowth_pct 37.7 \
    place_ws_ns 0.698 \
    synth_top_area_share 0.277 \
    fp-row-count 26 \
    synthCells 99 \
    hold_violations 0 \
    cp_cell_sequence "nor4b_1, clkdlybuf4s50_1" \
    drive_above_1_share 0.157 \
    io-pin-count 28 \
    edf_count 0 \
    hold_path_class "reg2reg" \
    cts_resized 0 \
    antenna_found_initial 0 \
    slowest_delay_ns 0.56 \
    p_per_area_nw_per_um2 655 \
    critical_path_required_ns 2.32 \
    wl_per_cell_um 11.6 \
    worst_pin_slew_ns 0.674 \
    post-route-util 0.269 \
    dr.pass1.iters 4 \
    synthDistinctLibCells 37 \
    syn_area_per_cell_um2 10.0 \
    yosys-top-cells-count "nor2_1, dfrtp_1, inv_1" \
    grt_pass1_vias 787 \
    via_per_inst 3.90 \
    worstSetupPathType "reg2out" \
    post-cts-setup-buffer-count 0 \
    endpoint_kind "primary output" \
    num_antenna_cells 0 \
    yosysCellCount 99 \
    crit_arrival_ns 1.69 \
    p_leak_uw 0.000557 \
    gp_congestion 0.768 \
    grt_pass1_wl_mm 3.88 \
    maxCapViolCount 0 \
    core_util_floorplan 0.196 \
    ys.flops 17 \
    critPathBufInv 1 \
    synthFlopType "dfrtp_1" \
    setup_tns_ns 0 \
    clock_sinks 17 \
    vias 768 \
    ir_worst_vdd_uv 383 \
    relSlewSlack 0.550 \
    cts_tree "built" \
    drc_errors 0 \
    synthArstFlopShare 1.00 \
    synth_area_um2 992 \
    yosysChipArea_um2 992 \
    portBuffers 25 \
    status "complete, no violations" \
    die_area_um2 8460 \
    path_clk_slew_ns 0.06 \
    place_hpwl_mm 1.76 \
    grt_max_degree 18 \
    fp.dieW_um 92 \
    ant_nets 0 \
    skew_ns 0.00359 \
    setup_slack_ns 0.635 \
    ys_seq_frac 0.436 \
    drt_iter0_markers 22 \
    yosys_warnings 1 \
    total_power_uw 895 \
    die-height_um 92 \
    grt_overflow 0 \
    core-area_um2 5070 \
    rsz0062_at_grt "false" \
    slowest_stage "dfrtp_1" \
    finalWirelength_mm 2.29 \
    crit_path_start_kind "flip-flop" \
    finalSetupViolations 0 \
    critPathTopFamily "flip-flops" \
    ctsHoldBuffers 0 \
    worstPathMaxFanout 16 \
    grt.total_usage 0.0558 \
]
-- cell usage in the layout (no fill, tap or decap), drive strengths merged, types with 2 or more instances in the layout --
cell,Yosys,routed
nand3b,2,2
nand3,3,3
a21oi,3,3
nor3b,2,2
nor3,7,7
inv,10,10
nor2,13,13
dfstp,6,6
dfrtp,11,11
o21ai,3,3
clkbuf,2,8
clkdlybuf4s50,0,25
ha,3,3
mux2,2,2
nand2,7,7
xnor2,5,5
-- layout make-up --
type,count,area (um2)
clock buffers,8,90.1
fillers,567,3710
inverters,10,37.5
multi-input cells,67,468
flip-flops and latches,17,433
well taps,70,87.6
repair buffers,25,250
-- metrics by stage --
stage / std cells / instance area (um2)
floorplan: 99 / 992
global placement: 189 / 1280
detailed placement: 189 / 1280
CTS: 197 / 1370
global route: 197 / 1370
finish: 197 / 1370
-- registers in the layout, indices dropped and copies added, names as in the netlist --
signal and count:
countdown 4, rearm_timer 4, state 3, blink_counter 2
alarm_timer 4
-- kinds of logic (layout without fill, tap and decap cells) --
logic type	after synthesis	in the layout	synth area share
adders and majority gates	3	3	0.0378
buffers and inverters	15	43	0.0921
other	1	1	0.00378
muxes	3	3	0.0328
xor gates and xnor gates	6	6	0.0530
DFF	17	17	0.436
AOI/OAI and AO/OA	12	12	0.103
and+or+nand+nor	42	42	0.241
-- power breakdown --
part	total, uW	internal [uW]	switching (uW)
Combinational	261	154	107
Clock	290	191	98.9
Sequential	344	275	68.8
Total	895	620	275
-- final timing paths --
kind                                                 start                          to  slack, ns  cells after the start
worst max-delay path                  state[2]$_DFFE_PP0P_                      status       0.63                      2
max in group clk1               rearm_timer[0]$_DFFE_PP1P_  rearm_timer[1]$_DFFE_PP0P_       1.47                      5
worst max register to register    countdown[0]$_DFFE_PP1P_        state[1]$_DFFE_PP0P_       1.01                      6
min in group asynchronous                     system_reset    countdown[3]$_DFFE_PP0P_       0.74                      2
worst min-delay path            blink_counter[0]$_DFF_PP0_  blink_counter[0]$_DFF_PP0_       0.46                      1
worst min register to register  blink_counter[0]$_DFF_PP0_  blink_counter[0]$_DFF_PP0_       0.46                      1
max in group asynchronous                     system_reset        state[0]$_DFFE_PP0P_       1.69                      2
min in group clk0                     state[0]$_DFFE_PP0P_        state[0]$_DFFE_PP0P_       0.81                      1
-- routing by layer --
metal / up-vias / global-route usage / part of all wire
met1: 361 / 0.0682 / 0.45
met5: - / 0 / 0
met2: 19 / 0.0906 / 0.47
met3: 2 / 0.0247 / 0.074
li1: 386 / - / -
met4: 0 / 0.00900 / 0.0070
-- worst reg2reg max path: stages, from the launching register on --
cell       delay [ns]
dfstp_2          0.56
inv_1            0.05
ha_1             0.21
or3b_4           0.26
nand2_2          0.08
o2111ai_2        0.23
mux2_1           0.35
Power is estimated from default activity; no workload was simulated.
